===== /design/flow/design.v =====
module decoder(
binary_in   ,  
decoder_out ,  
enable         
);
parameter Y = 5;
input [Y-1:0] binary_in  ;		 
input  enable ; 			 
output [(1 << Y)-1:0] decoder_out ; 	 
wire [Y-1:0] binary_in;
wire [(1 << Y)-1:0] decoder_out ; 
wire enable;
assign decoder_out = (enable) ? (1 << binary_in) : 0 ;
endmodule

===== /design/flow/run.sh =====
#!/bin/bash
# OpenROAD 26Q1-2900-gdf79404cd8, Yosys 0.63+post, stock flow scripts
make -C /OpenROAD-flow-scripts/flow DESIGN_CONFIG=/design/flow/config.mk WORK_HOME=/design/flow/orfs finish

===== /design/flow/config.mk =====
export PLATFORM = sky130hd
export DESIGN_NAME = decoder
export DESIGN_NICKNAME = decoder
export VERILOG_FILES = /design/flow/design.v
export SDC_FILE = /design/flow/constraint.sdc
export NUM_CORES = 4
export LEC_CHECK = 1
export CORE_AREA = 10 10 70 70
export DIE_AREA = 0 0 80 80

===== /design/flow/constraint.sdc =====
current_design decoder

set clk_period 1.3
set clk_io_pct 0.2

create_clock -name clk0 -period $clk_period

set non_clock_inputs [all_inputs -no_clocks]
set_input_delay [expr $clk_period * $clk_io_pct] -clock clk0 $non_clock_inputs
set_output_delay [expr $clk_period * $clk_io_pct] -clock clk0 [all_outputs]

==> flow_metrics.env <==
# yosys + openroad results
export IMPL_yosys_warnings=0
export IMPL_drv_cap=0
export IMPL_die_w_um=80
export IMPL_max_freq_mhz=688
export IMPL_grt_max_degree=9
export IMPL_nClkBuffers=0
export IMPL_wl_met3_um=240
export IMPL_hold_slack_ps=847
export IMPL_hold_viol=0
export IMPL_port_buffers=38
export IMPL_highest_layer="met3"
export IMPL_power_frac_seq=0
export IMPL_area_growth_pct=296
export IMPL_swShare=0.447
export IMPL_total_power_mw=0.177
export IMPL_ys_types=9
export IMPL_ir_worst_vdd_uv=42.5
export IMPL_cp_data_arrival_time_ps=1190
export IMPL_insertedDiodeCount=0
export IMPL_violations="setup timing"
export IMPL_cp_start_kind="input port"
export IMPL_cp_max_fo=3
export IMPL_comb_power_share=1.000
export IMPL_core_sq_um=3420
export IMPL_top_level_ports=38
export IMPL_crit_type="in2out"
export IMPL_flop_area_sq_um=0
export IMPL_cpPeakStageDelay_ps=530
export IMPL_die_height_um=80
export IMPL_slew_headroom=0.789
export IMPL_layout_setup_ws_ps=-153
export IMPL_p_switching_mw=0.0791
export IMPL_crit_path_end_kind="output pin"
export IMPL_powerDensity_nw_per_um2=191
export IMPL_slew_viol_final=0
export IMPL_ant_nets=0
export IMPL_finalSetupViolations=12
export IMPL_ys_cells=47
export IMPL_drive_gt1_frac=0.791
export IMPL_firstDrtPassIters=2
export IMPL_openroad_warnings=34
export IMPL_holdBufCountCts=0
export IMPL_dp_cells=132
export IMPL_status="finished, violations left"
export IMPL_worst_slew_pin_slew_ps=316
export IMPL_hold_path_class="in2out"
export IMPL_grt_pass1_vias=507
export IMPL_num_rows=21
export IMPL_cp_required_ps=1040
export IMPL_drt_iter0_drc=21
export IMPL_flops=0
export IMPL_wire_per_inst_um=13.1
export IMPL_hpwl_mm=1.38
export IMPL_crit_start="binary_in[0]"
export IMPL_totalWireLength_mm=2.04
export IMPL_p_clk_frac=0
export IMPL_synthesis_area_sq_um=234
export IMPL_num_vias=565
export IMPL_ys_area_sq_um=234
export IMPL_grt_overflow_total=0
export IMPL_rsz0062_at_grt="yes"
export IMPL_worstHoldStart="binary_in[3]"
export IMPL_wl_met2_um=974
export IMPL_synth_area_per_cell_sq_um=4.98
export IMPL_drc=0
export IMPL_period_needed_ps=1450
export IMPL_cp_common_cell="buf_6"
export IMPL_wl_met1_um=821
export IMPL_power_internal_mw=0.0980
export IMPL_syn_inst=47
export IMPL_crit_path_cell_trace="buf_6 -> or4b_4 -> buf_6 -> nor2_2 -> buf_2"
export IMPL_gp_congestion=0.785
export IMPL_place_ws_ps=-815
export IMPL_chipArea_sq_um=6400
export IMPL_tns_ps=-958
export IMPL_antenna_found_initial=0
export IMPL_cpMaxStageDelayCell="or4b_4"
export IMPL_viasPerCell=3.62
export IMPL_grt_pass1_wl_mm=2.89
export IMPL_stdcell_count=156
export IMPL_period_used=1.12
export IMPL_initCoreUtil=0.0685
export IMPL_leakage_nw=0.444
export IMPL_synth_seq_share=0
export IMPL_grt_use_total=0.0559
==> worst paths after layout <==
kind / end / slack [ps] / cells after the start
worst max-delay path: decoder_out[4] / -150 / 5
worst min-delay path: decoder_out[16] / 850 / 4
==> worst max-delay path, delay by kind of cell <==
family / cells / cell delay (ps)
buffers and inverters: 3 / 330
and+or+nand+nor: 2 / 600
==> timing repair <==
action                                  4_1_cts  5_1_grt
resized                                     141       28
gates cloned                                  0        0
buffers inserted                             21        4
endpoints found under the setup margin       32       29
pin swaps                                    38       19
==> cells in the final DEF (no fill, tap or decap) <==
cell / count
buf_2: 27
buf_6: 17
nor2_1: 15
buf_4: 14
nor2_2: 10
nor2_4: 7
nand4b_1: 3
nand4bb_4: 3
clkbuf_2: 3
nand2b_4: 2
dlygate4sd2_1: 2
clkdlybuf4s15_1: 2
nand2_2: 1
nand4_1: 1
or4b_4: 1
or2_4: 1
buf_8: 1
==> cell families (layout without fill, tap and decap cells) <==
logic type             after synthesis  count (layout)  share of synthesized area
AND/OR/NAND/NOR                     44              44                      0.952
buffers and inverters                3              66                     0.0481
==> layout make-up <==
class              instances  area [sq um]
fillers                  367          2490
repair buffers            66           499
multi-input cells         44           369
well taps                 46          57.6
==> through the flow <==
| stage | area, sq um | utilization |
|---|---|---|
| 2_1_floorplan | 234 | - |
| 3_3_place_gp | 691 | 0.202 |
| 3_5_place_dp | 691 | 0.202 |
| 4_1_cts | 853 | 0.250 |
| 5_1_grt | 926 | 0.271 |
| 6_report | 926 | 0.271 |
==> power groups by stage <==
| stage | clock network [mW] | logic (mW) | registers [mW] |
|---|---|---|---|
| after CTS | 0 | 0.156 | 0 |
| final | 0 | 0.177 | 0 |
| after global routing | 0 | 0.188 | 0 |
==> Yosys cell counts, drive strengths merged <==
master   number  area (sq um)
nor2         32           120
clkbuf        3          11.3
nand4b        3          26.3
nand4bb       3          33.8
nand2b        2          12.5
nand2         1          3.75
nand4         1          6.26
or2           1          6.26
or4b          1          13.8
==> routing by layer <==
layer | GRT usage | vias up
met5 | 0 | -
met4 | 0 | 0
met3 | 0.0261 | 0
met2 | 0.0947 | 22
met1 | 0.0667 | 262
li1 | - | 281
Power is estimated from default activity; no workload was simulated.
